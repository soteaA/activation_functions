===== design/flow/constraint.sdc =====
current_design relu

set clk_period 8.1
set clk_io_pct 0.2

create_clock -name clk0 -period $clk_period [get_ports {clk}]

set non_clock_inputs [all_inputs -no_clocks]
set_input_delay [expr $clk_period * $clk_io_pct] -clock clk0 $non_clock_inputs
set_output_delay [expr $clk_period * $clk_io_pct] -clock clk0 [all_outputs]

===== design/flow/design.v =====
module relu(clk, rst_n, in, out);
	input wire clk, rst_n;
	input wire [31:0] in;
	output reg [15:0] out;
	reg [15:0] lsfr;
	wire [31:0] add;
always @(posedge clk or negedge rst_n) begin
	if (!rst_n) begin
		lsfr <= 16'h9fc7;
		out <= 16'h0;
	end else begin
		lsfr[0] <= lsfr[1];
		lsfr[1] <= lsfr[2];
		lsfr[2] <= lsfr[3];
		lsfr[3] <= lsfr[4];
		lsfr[4] <= lsfr[5];
		lsfr[5] <= lsfr[6];
		lsfr[6] <= lsfr[7];
		lsfr[7] <= lsfr[8];
		lsfr[8] <= lsfr[9];
		lsfr[9] <= lsfr[10];
		lsfr[10] <= lsfr[11];
		lsfr[11] <= lsfr[0] ^ lsfr[12];
		lsfr[12] <= lsfr[13];
		lsfr[13] <= lsfr[0] ^ lsfr[14];
		lsfr[14] <= lsfr[0] ^ lsfr[15];
		lsfr[15] <= lsfr[0];
		if (!add[31]) begin
			out <= (&(!add[30:27])) ? {add[31],add[26:12]} : 16'h7fff;
		end else begin
			out <= 16'h0;
		end
	end
end
assign add = in + {20'h0, lsfr[11:0]};
endmodule

===== design/flow/config.mk =====
export PLATFORM = sky130hd
export DESIGN_NAME = relu
export DESIGN_NICKNAME = relu
export VERILOG_FILES = /design/flow/design.v
export SDC_FILE = /design/flow/constraint.sdc
export NUM_CORES = 4
export LEC_CHECK = 1
export CORE_UTILIZATION = 30

===== design/flow/run.sh =====
#!/bin/bash
# OpenROAD 26Q1-2900-gdf79404cd8, Yosys 0.63+post, stock flow scripts
make -C /OpenROAD-flow-scripts/flow DESIGN_CONFIG=/design/flow/config.mk WORK_HOME=/design/flow/orfs finish

==> impl_metrics.ini <==
; flow metrics
[route]
drt_iter0_markers = 65
n_antenna_cell = 0
vias_per_cell = 4.57
first_pass_iters = 4
dr_total_vias = 1210
ant_nets = 0
post-route-drc-count = 0
wl_um = 3360
wire_per_inst_um = 12.7

[sta]
fin_skew_ps = 3.43
fmax_mhz = 244
worst_pin_slew_ps = 738
max_slew_margin_pct = 50.6
rsz0062_at_grt = no
post-route-period-util_pct = 50.7
tns_ps = 0
finalSetupViolCount = 0
worst_slack_ps = 4000
min_period_ps = 4100
final-max-slew-violation-count = 0
fin_hold_ws_ps = 368
hold_viol = 0

[clock_network]
cts_sinks = 31
worstSkewPairLatency_ps = 280
cts_tree = built
clock_path_buffers = 2
root_buffer = clkbuf_8
postCtsSetupRepairBufs = 0
hold_buffers = 0
post_cts_resized = 0
clk_pin_slew_ps = 70
cts_made_buffers = 5
htreeDepth = 2

[grt]
grt_overflow_total = 0
grt_max_degree = 32
grt_pass1_vias = 1163
grt_pass1_wl_um = 5420
grt_usage_pct = 12.9
antenna_found_initial = 0

[pwr]
ir_drop_v = 0.0000964
leakage_nw = 0.983
power.density_mw_per_mm2 = 156

[yosys]
top_cell = dfrtp_1
ys_cells = 140
top_cells_by_area = dfrtp_1 31%, dfstp_2 18%, ha_1 8.5%
synth-seq-cells = 31
synthTopCellsByCount = 20 x dfrtp_1, 17 x a21oi_1, 15 x xor2_1, 12 x nand2_1
synth-main-ff-cell = dfrtp_1
seq_area_frac_synth_pct = 49.0
yosys.cell_types.count = 32
top_area_share_pct = 31.1
synthArstFlopShare_pct = 100
synth_cells = 140
netlist_area_mm2 = 0.00161
yosys_area_mm2 = 0.00161
yosysTopAreaCell = dfrtp_1
edf_count = 0
synth_warnings = 1
avgSynthCellArea_um2 = 11.5

[placed_design]
gp_congestion = 0.892
dp_slack_ps = 3710
dpl.hpwl_um = 2510
post_dp_cell_area_mm2 = 0.00217
port_buffers = 48

[final_layout]
regArea_um2 = 790
final_area_mm2 = 0.00228
nFillCells = 509
syn_to_final_growth_pct = 41.7
drive_above_1_share_pct = 15.4
fin_util_pct = 44.4
layout.area.comb_um2 = 798

[critical_path]
cp-end-kind = flip-flop
required_ps = 8230
cp.arrival_ps = 4230
crit_type = input pin to flip-flop
crit_path_start = in[2]
worstSetupStartpointType = input pin
regToRegStartpoint = lsfr[2]
crit_fanout = 15

[status]
outcome = finished, final reports clean

[worst_hold_path]
hold_path.class = flip-flop to flip-flop
hp-start = lsfr[13]

[floorplan]
die-height_um = 75.3
fp.dieW_um = 75.3
ios = 50
rows = 26
chip_area_mm2 = 0.00567
core_area_mm2 = 0.00514
initCoreUtil_pct = 31.4

[flow_run]
max_cap_violations = 0
warnings = 25
## placed cells by master (no fill, tap or decap), drive strengths merged, types with 4 or more instances in the layout
| cell type | count |
|---|---|
| nor2 | 4 |
| dfrtp | 20 |
| xnor2 | 4 |
| a21oi | 19 |
| nand3 | 7 |
| xor2 | 15 |
| clkdlybuf4s50 | 48 |
| nand4 | 5 |
| clkbuf | 5 |
| dfstp | 11 |
| and4 | 4 |
| a211oi | 5 |
| ha | 11 |
| nand2 | 12 |
## metrics by stage
| step | total power, W | cells |
|---|---|---|
| global placement | 0.000209 | 257 |
| CTS | 0.000362 | 265 |
| detailed placement | 0.000208 | 257 |
| finish | 0.000357 | 265 |
| floorplan | 0.000174 | 140 |
| global route | 0.000373 | 265 |
## path summary, 6_finish.rpt
| kind | end | slack (ps) | depth (start not counted) |
|---|---|---|---|
| setup / recovery | out[13] | 4000 | 10 |
| hold / removal | lsfr[12] | 370 | 0 |
| setup reg to reg | out[13] | 5300 | 9 |
| hold reg to reg | lsfr[12] | 370 | 0 |
| max in group asynchronous | lsfr[1] | 6040 | 2 |
| min in group asynchronous | lsfr[5] | 1730 | 2 |
## critical path, stage by stage
cell and delay [ps]:
clkdlybuf4s50_1 410, ha_1 310, a21oi_1 240, a211oi_2 130, o41ai_4 470, a21oi_2 230
a211o_1 320, a211oi_2 170, buf_4 230, a21oi_1 100
## cell type report
class                   count  area share (%)
clock inverters             3            1.92
multi-input cells         106            35.0
flip-flops and latches     31            34.6
clock buffers               5            3.01
well taps                  70            3.84
repair buffers             50            21.7
## flip-flops by register name, indices dropped and copies added, names as in the netlist
name	count
out	15
lsfr	16
## routing by layer
metal | vias to the layer above | global-route usage (%) | part of all wire, % | routed length (um)
li1 | 623 | - | - | -
met3 | 4 | 2.41 | 6.5 | 217
met5 | - | 0 | 0 | 0
met2 | 41 | 18.2 | 41 | 1370
met1 | 542 | 22.0 | 51 | 1730
met4 | 0 | 1.85 | 1.2 | 39
## power breakdown
part	switching (W)	internal (W)	total, W
clock	0.0000601	0.0000915	0.000152
combinational	0.0000171	0.0000276	0.0000447
sequential	0.00000129	0.000159	0.000161
## cells by family after synthesis
group	count (synthesis)	share of synthesized area [%]
compound gates	38	17.9
xor+xnor	19	10.8
fa+ha+maj	11	8.54
buf+inv	3	1.47
flops	31	49.0
other cells	1	0.233
simple gates	37	12.0
Power figures rest on the tool's default switching activity, not on a simulated workload.
