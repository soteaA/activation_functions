## ./run.sh

```bash
#!/bin/bash
# OpenROAD 26Q1-2900-gdf79404cd8, Yosys 0.63+post, stock flow scripts
make -C /OpenROAD-flow-scripts/flow DESIGN_CONFIG=/design/flow/config.mk WORK_HOME=/design/flow/orfs finish
```

## ./config.mk

```make
export PLATFORM = sky130hd
export DESIGN_NAME = stochastic_rounding
export DESIGN_NICKNAME = stochastic_rounding
export VERILOG_FILES = /design/flow/design.v
export SDC_FILE = /design/flow/constraint.sdc
export NUM_CORES = 4
export LEC_CHECK = 1
export CORE_UTILIZATION = 30
```

## ./constraint.sdc

```tcl
current_design stochastic_rounding

set clk_period 6.1
set clk_io_pct 0.2

create_clock -name clk0 -period $clk_period [get_ports {clk}]

set non_clock_inputs [all_inputs -no_clocks]
set_input_delay [expr $clk_period * $clk_io_pct] -clock clk0 $non_clock_inputs
set_output_delay [expr $clk_period * $clk_io_pct] -clock clk0 [all_outputs]
```

## ./design.v

```verilog
module stochastic_rounding(clk, rst_n, sr_in, sr_out);
	input wire clk, rst_n;
	input wire [31:0] sr_in;
	output reg [15:0] sr_out;
	reg [15:0] lsfr;
	wire [31:0] add;
always @(posedge clk or negedge rst_n) begin
	if (!rst_n) begin
		lsfr <= 16'h9fc7;
		sr_out <= 16'h0;
	end else begin
		lsfr[0] <= lsfr[1];
		lsfr[1] <= lsfr[2];
		lsfr[2] <= lsfr[3];
		lsfr[3] <= lsfr[4];
		lsfr[4] <= lsfr[5];
		lsfr[5] <= lsfr[6];
		lsfr[6] <= lsfr[7];
		lsfr[7] <= lsfr[8];
		lsfr[8] <= lsfr[9];
		lsfr[9] <= lsfr[10];
		lsfr[10] <= lsfr[11];
		lsfr[11] <= lsfr[0] ^ lsfr[12];
		lsfr[12] <= lsfr[13];
		lsfr[13] <= lsfr[0] ^ lsfr[14];
		lsfr[14] <= lsfr[0] ^ lsfr[15];
		lsfr[15] <= lsfr[0];
		if (!add[31]) begin
			sr_out <= (&(!add[30:27])) ? {add[31],add[26:12]} : 16'h7fff;
		end else begin
			sr_out <= (&add[30:27]) ? {add[31],add[26:12]} : 16'h8000;
		end
	end
end
assign add = sr_in + {20'h0, lsfr[11:0]};
endmodule
```

==> summary.rpt <==
IMPLEMENTATION SUMMARY REPORT
----------------------------------------------------
[Status]
  Result of the run ........................ finished, final reports clean

[Clock network]
  Clock transition at the register clock pins on the worst setup and hold paths after CTS ........................ roughly 60 ps
  Clock sinks ........................ 32
  CTS Hold Bufs ........................ 0
  Postcts setup bufs ........................ 0
  Clock tree from TritonCTS ........................ built
  Buffer cell driving the clock tree root ........................ sky130_fd_sc_hd__clkbuf_8
  Worst-Skew Late Latency ........................ 270 ps
  Worst-case clock buffer depth ........................ 2
  Gates resized, CTS repair ........................ 0
  H-tree level count ........................ 2
  Clock buffer count from CTS ........................ 5

[Detailed routing]
  Residual DRC ........................ 0
  Post-detailed-routing wire length ........................ about 3000 um
  Routed wirelength normalized by instance count ........................ around 12 um
  Final ANT Viol Nets ........................ 0
  Starting DRT DRC Count ........................ between 40 and 50
  Detailed-route vias per instance ........................ approximately 4.6
  Number of diodes added for antenna fixing ........................ 0
  Number of vias in the routed layout ........................ ~1200
  Drt pass-1 iters ........................ 4

[Power]
  Leakage component of the power ........................ ~0.98 nW
  Fraction of power spent switching nets ........................ 0.207
  Total power after layout ........................ 0.000463 W
  Power density cells ........................ a little over 200 mW/mm2
  Combinational power share ........................ 0.149
  Proportion of power drawn by flip-flops and latches ........................ 0.484
  Maximum ir drop on the vdd rail ........................ 0.0000786 V
  Internal portion of total power ........................ approximately 0.00037 W
  Switching power ........................ around 0.000096 W
  Proportion of power drawn by the clock network ........................ 0.367

[Synth]
  Synthesized area per cell ........................ between 10 and 15 um2
  Mapped Cells ........................ ~130
  Number of warnings reported in the yosys synthesis log ........................ 1
  Post-synthesis cell type count ........................ 39
  Seq/Total Area, Yosys ........................ 0.503
  Yosys chip area ........................ between 0.0015 and 0.002 mm2
  Cells in synth_stat.txt ........................ about 130
  Ys flops ........................ 32
  Share of the synthesized area in the top cell type ........................ 0.324
  Post-synthesis cell type with the largest combined area ........................ sky130_fd_sc_hd__dfrtp_1
  Netlist Area Pre-Place ........................ roughly 0.0016 mm2
  Largest cells by area after synthesis ........................ sky130_fd_sc_hd__dfrtp_1 32%, sky130_fd_sc_hd__dfstp_2 18%, sky130_fd_sc_hd__ha_1 8.5%, sky130_fd_sc_hd__a21oi_2 5.9%, sky130_fd_sc_hd__xor2_1 4.9%

[Timing]
  Highest clock rate ........................ between 200 and 300 MHz
  Final worst-path setup slack ........................ between 2000 and 3000 ps
  Crit path time final ........................ around 3500 ps
  Tightest hold margin ........................ roughly 360 ps
  Clk_skew ........................ roughly 3.6 ps
  Setup TNS ........................ 0 ps
  Worst relative slew slack ........................ 0.482
  Period utilisation layout ........................ 0.567
  Worst slew pin tran ........................ 777 ps
  Unrepaired setup endpoints after global routing ........................ false
  Setup violators final ........................ 0
  Slew Limit Fails ........................ 0
  Final hold violation count ........................ 0

[Die]
  Site Rows ........................ 26
  Horizontal die dimension ........................ 75.5 um
  Floorplan utilization ........................ 0.315
  I/O pin count ........................ 50
  Die Y-Extent ........................ roughly 75 um
  Core area ........................ 0.00514 mm2
  Chip Area ........................ 0.00570 mm2

[GRT]
  Vias in the first global route ........................ 1164
  Global routing usage summed across all routing layers ........................ 0.119
  Pin count of the biggest net entering global routing ........................ 33
  Remaining global-route overflow ........................ 0
  Initial antenna violation count ........................ 0
  Wire length of the first global-routing pass ........................ ~5100 um

[Final layout]
  Fraction of layout instances using a drive strength above 1 ........................ 0.242
  Final design area excluding fillers ........................ roughly 0.0023 mm2
  Growth of design area from synthesis to finish ........................ 39.7%

[Critical path]
  Peak fanout along the critical path ........................ 15
  Capturing element type of the critical path ........................ flip-flop
  Startpoint class of the critical path ........................ input pin
  Crit Path Category ........................ in2reg
  Endpoint required time on the critical path ........................ 6220 ps
  Arrival @ worst endpoint ........................ roughly 3600 ps

[Place]
  Setup slack at placement ........................ roughly 2300 ps
  DP Area ........................ ~0.0022 mm2
  DP Wirelength ........................ between 2000 and 2500 um
  GP Congestion ........................ approximately 0.84
  Quantity of I/O buffers inserted on ports ........................ just under 50

[Min path]
  Worst hold-check path type ........................ reg2reg

[Job]
  Tool Warnings ........................ 25
  # Max-Cap Violations ........................ 0

----------------------------------------------------
## power groups by stage
stage         Combinational, W  Sequential [W]  Clock, W
global route         0.0000762        0.000224  0.000186
CTS                  0.0000700        0.000224  0.000177
finish               0.0000688        0.000224  0.000170
## cell usage in the layout, fill, tap and decap left out, types with 2 or more instances in the layout
| cell | Yosys | routed |
|---|---|---|
| sky130_fd_sc_hd__nand4_1 | 4 | 4 |
| sky130_fd_sc_hd__ha_1 | 11 | 11 |
| sky130_fd_sc_hd__dfrtp_1 | 21 | 21 |
| sky130_fd_sc_hd__a21o_1 | 2 | 2 |
| sky130_fd_sc_hd__nand3_1 | 3 | 3 |
| sky130_fd_sc_hd__dfstp_2 | 11 | 11 |
| sky130_fd_sc_hd__xnor2_1 | 4 | 4 |
| sky130_fd_sc_hd__a21oi_1 | 13 | 13 |
| sky130_fd_sc_hd__clkbuf_8 | 0 | 7 |
| sky130_fd_sc_hd__nor2_1 | 2 | 2 |
| sky130_fd_sc_hd__clkdlybuf4s50_1 | 0 | 49 |
| sky130_fd_sc_hd__and4_1 | 2 | 2 |
| sky130_fd_sc_hd__a21oi_2 | 11 | 11 |
| sky130_fd_sc_hd__o21ai_0 | 2 | 2 |
| sky130_fd_sc_hd__nand2_1 | 10 | 10 |
| sky130_fd_sc_hd__xor2_1 | 9 | 9 |
## critical path: stages
cell and delay (ps):
sky130_fd_sc_hd__clkdlybuf4s50_1 410, sky130_fd_sc_hd__ha_1 330, sky130_fd_sc_hd__a21oi_1 140, sky130_fd_sc_hd__o21ai_0 130, sky130_fd_sc_hd__o211ai_2 290, sky130_fd_sc_hd__a21oi_1 110, sky130_fd_sc_hd__o211a_1 230, sky130_fd_sc_hd__o21ai_2 610
sky130_fd_sc_hd__a21oi_1 90
## kinds of logic (layout without fill, tap and decap cells)
| family | Yosys count | count (layout) | share of synthesized area |
|---|---|---|---|
| and+or+nand+nor | 34 | 34 | 0.134 |
| buffers and inverters | 4 | 59 | 0.0286 |
| AOI/OAI and AO/OA | 37 | 37 | 0.179 |
| adders and majority gates | 11 | 11 | 0.0849 |
| DFF | 32 | 32 | 0.503 |
| xor gates and xnor gates | 13 | 13 | 0.0703 |
## per-layer routing
metal	GRT usage	up-vias	part of all wire
met5	0	-	0
met4	0.0165	0	0.012
met3	0.0295	2	0.056
met2	0.193	34	0.47
met1	0.170	558	0.46
li1	-	583	-
## cell usage after synthesis
library cell,n
sky130_fd_sc_hd__a41oi_1,1
sky130_fd_sc_hd__and4_4,1
sky130_fd_sc_hd__a31o_2,1
sky130_fd_sc_hd__nand2_1,10
sky130_fd_sc_hd__and3_1,1
sky130_fd_sc_hd__or2_1,1
sky130_fd_sc_hd__and2_1,1
sky130_fd_sc_hd__a21boi_4,1
sky130_fd_sc_hd__o21ai_2,1
sky130_fd_sc_hd__dfstp_2,11
sky130_fd_sc_hd__a21o_2,1
sky130_fd_sc_hd__a41oi_2,1
sky130_fd_sc_hd__or4_1,1
sky130_fd_sc_hd__buf_12,1
sky130_fd_sc_hd__a21oi_2,11
sky130_fd_sc_hd__nor2b_1,1
sky130_fd_sc_hd__ha_1,11
sky130_fd_sc_hd__and2_4,1
sky130_fd_sc_hd__or2_2,1
sky130_fd_sc_hd__inv_1,1
sky130_fd_sc_hd__a41o_2,1
sky130_fd_sc_hd__nand4_1,4
sky130_fd_sc_hd__xor2_1,9
sky130_fd_sc_hd__and2_2,1
sky130_fd_sc_hd__nor2_1,2
sky130_fd_sc_hd__buf_6,2
sky130_fd_sc_hd__and4_1,2
sky130_fd_sc_hd__xnor2_1,4
sky130_fd_sc_hd__o211ai_2,1
sky130_fd_sc_hd__a21oi_1,13
sky130_fd_sc_hd__nand3_4,1
sky130_fd_sc_hd__and3_4,1
sky130_fd_sc_hd__o21ai_0,2
sky130_fd_sc_hd__dfrtp_1,21
sky130_fd_sc_hd__and3_2,1
sky130_fd_sc_hd__a21o_1,2
sky130_fd_sc_hd__o211a_1,1
sky130_fd_sc_hd__nand3_1,3
sky130_fd_sc_hd__nand4_2,1
## state kept, by name, summed over array words and instances (netlist names)
register	cells
sr_out	16
lsfr	16
## final cells by class
| class | instances | area (um2) |
|---|---|---|
| fill | 500 | 2880 |
| timing repair buffer | 50 | 498 |
| tap | 70 | 87.6 |
| sequential | 32 | 815 |
| clock buffer | 8 | 100 |
| inverter | 1 | 3.75 |
| multi-input combinational | 95 | 759 |
## stage by stage
step | std cells | utilization
3_3_place_gp | 248 | 0.421
5_1_grt | 256 | 0.440
3_5_place_dp | 248 | 0.421
6_report | 256 | 0.440
2_1_floorplan | 131 | -
4_1_cts | 256 | 0.440
## path summary, 6_finish.rpt
kind                       slack (ps)         to      from  cells after the start
setup / recovery                 2640  sr_out[4]  sr_in[6]                      9
hold / removal                    360   lsfr[12]  lsfr[13]                      0
setup reg to reg                 3550  sr_out[4]   lsfr[6]                      8
hold reg to reg                   360   lsfr[12]  lsfr[13]                      0
max in group asynchronous        4440    lsfr[1]     rst_n                      2
min in group asynchronous        1330  sr_out[7]     rst_n                      2
Power figures rest on the tool's default switching activity, not on a simulated workload.
