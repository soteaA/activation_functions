==> flow/run.sh <==
#!/bin/bash
# OpenROAD 26Q1-2900-gdf79404cd8, Yosys 0.63+post, stock flow scripts
make -C /OpenROAD-flow-scripts/flow DESIGN_CONFIG=/design/flow/config.mk WORK_HOME=/design/flow/orfs finish
==> flow/config.mk <==
export PLATFORM = sky130hd
export DESIGN_NAME = sigmoid
export DESIGN_NICKNAME = sigmoid
export VERILOG_FILES = /design/flow/design.v
export SDC_FILE = /design/flow/constraint.sdc
export NUM_CORES = 4
export LEC_CHECK = 1
export CORE_UTILIZATION = 30
==> flow/constraint.sdc <==
current_design sigmoid

set clk_period 1.0
set clk_io_pct 0.2

create_clock -name clk0 -period $clk_period [get_ports {clk}]

set non_clock_inputs [all_inputs -no_clocks]
set_input_delay [expr $clk_period * $clk_io_pct] -clock clk0 $non_clock_inputs
set_output_delay [expr $clk_period * $clk_io_pct] -clock clk0 [all_outputs]
==> flow/design.v <==
module sigmoid(clk, rst_n, plan_in, plan_out);
	input wire clk, rst_n;
	input wire [31:0] plan_in;
	output reg [15:0] plan_out;
	reg [31:0] abs_in;
	wire [2:0] sel;
	wire [31:0] abs_lshift_5;
	wire [31:0] abs_lshift_3;
	wire [31:0] abs_lshift_2;
	wire [15:0] in_lshift_5;
	wire [15:0] in_lshift_3;
	wire [15:0] in_lshift_2;
	reg [15:0] add_0, add_1;
assign sel[0] = (abs_in >= 32'h0500_0000) ? 1'b1 : 1'b0;
assign sel[1] = (abs_in >= 32'h0260_0000) ? 1'b1 : 1'b0;
assign sel[2] = (abs_in >= 32'h0100_0000) ? 1'b1 : 1'b0;
assign abs_lshift_5 = abs_in >> 5;
assign abs_lshift_3 = abs_in >> 3;
assign abs_lshift_2 = abs_in >> 2;
assign in_lshift_5 = {1'b0, abs_lshift_5[26:12]};
assign in_lshift_3 = {1'b0, abs_lshift_3[26:12]};
assign in_lshift_2 = {1'b0, abs_lshift_2[26:12]};
always @(plan_in) begin
	if (plan_in[31]) begin
		abs_in = (&(~plan_in[30:0])) ? ~(plan_in+32'h1) + 32'h1 : ~plan_in + 32'h1;
	end else begin
		abs_in = plan_in;
	end
end
always @(*) begin
	add_0 = 16'h0;
	add_1 = 16'h0;
	case (sel)
		3'b000: begin
			add_0 = 16'h0800;	 
			add_1 = in_lshift_2;	 
		end
		3'b100: begin
			add_0 = 16'h0a00;	 
			add_1 = in_lshift_3;
		end
		3'b110: begin
			add_0 = 16'h0d80;	 
			add_1 = in_lshift_5;
		end
		3'b111: begin
			add_0 = 16'h0;
			add_1 = 16'h1000;
		end
		default: begin
			add_0 = 16'h0;
			add_1 = 16'h1000;
		end
	endcase
end
always @(posedge clk or negedge rst_n) begin
	if (!rst_n) begin
		plan_out <= 16'h0;
	end else begin
		plan_out <= (!plan_in[31]) ? add_0 + add_1 : 16'h1000 - (add_0 + add_1);
	end
end
endmodule
==> impl_metrics.json <==
{
  "outcome": "complete, but fails checks",
  "violations": "setup timing",
  "largest_reg_flops": 16,
  "wire_per_inst_um": 13.4,
  "setup_violations": 16,
  "min_period_ps": 4660,
  "ys.flops": 16,
  "power_frac_seq_pct": 25.3,
  "yosysCellCount": 293,
  "place_congestion": 0.910,
  "p_int_w": 0.00191,
  "hold_viol": 0,
  "top_cells_by_area": "dfrtp_1, xnor2_1, nor2_1",
  "ys_area_um2": 2390,
  "power_leakage_nw": 1.95,
  "dr.pass1.iters": 4,
  "initial_utilization_pct": 31.0,
  "synth_top_cell_by_area": "dfrtp_1",
  "die_w_um": 91.3,
  "warnings": 30,
  "top_cell_area_share_pct": 16.7,
  "slew_headroom_pct": 56.5,
  "drt_wl_total_um": 7640,
  "drv_cap": 0,
  "vdd_drop_max_v": 0.000405,
  "p_per_area_nw_per_um2": 647,
  "htree_levels": 1,
  "tritoncts": "built",
  "netlist_area_um2": 2390,
  "report.final.slew_viol_count": 0,
  "dp_hpwl_um": 5900,
  "edf_count": 0,
  "vias": 2898,
  "rows": 32,
  "required_ps": 1170,
  "start_kind": "input pin",
  "antenna_found_initial": 0,
  "grt_pass1_vias": 2728,
  "critical_path_class": "input pin to flip-flop",
  "switching_power_w": 0.000932,
  "clkSlewWorstSetupHoldPaths_ps": 60,
  "worstPathCellList": "buf_6 -> or4_4 -> or3_4 -> nor3_4 -> mux2i_1 -> ha_2 -> o41ai_4 -> o41ai_4 -> xor2_1 -> a21o_1 -> a31o_4 -> buf_6 -> a311oi_4 -> ha_1 -> a21o_1 -> a21oi_4 -> xnor2_2 -> or3_4 -> o31ai_4 -> xnor2_1",
  "crit_buf_inv": 2,
  "top_register": "plan_out",
  "syn_inst": 293,
  "yosysWarnings": 1,
  "crit_path_end_kind": "flip-flop",
  "arrival_ps": 4830,
  "grt_max_degree": 17,
  "final_util_pct": 56.8,
  "drtIter0Drc": 143,
  "clockBufferDepth": 2,
  "netSwitchingFraction_pct": 32.8,
  "path_delay_family": "AND-OR/OR-AND gates",
  "io_pins": 50,
  "ff_type": "dfrtp_1",
  "p_clk_share_pct": 19.6,
  "place_ws_ps": -4350,
  "async_reset_ff_share_pct": 100,
  "die_h_um": 91.3,
  "worst_slack_ps": -3660,
  "synth_cell_types": 71,
  "clock_sinks": 16,
  "syn_to_final_growth_pct": 83.5,
  "layout-drive-gt1-share_pct": 51.1,
  "p_comb_share_pct": 55.1,
  "cts_made_buffers": 3,
  "critPathMaxStageDelay_ps": 520,
  "hp-class": "input pin to async pin",
  "fillers": 634,
  "dieArea_um2": 8340,
  "grt_first_pass_wirelength_um": 12500,
  "tightest_slew_ps": 644,
  "synth_seq_share_pct": 16.7,
  "port_buffers": 49,
  "fmax_mhz": 215,
  "cts_root_buffer": "clkbuf_8",
  "drc": 0,
  "routed_via_density": 5.08,
  "core_um2": 7730,
  "ant_nets": 0,
  "grt-ovfl-total": 0,
  "reg.largest.list": "plan_out: 16 flops",
  "n_antenna_cell": 0,
  "cp_max_fo": 3,
  "rsz0062_at_grt": "yes",
  "lay_top_count": "buf_4",
  "lay_top_cells": "buf_4, nor2_1, dfrtp_1, nand2_1, clkdlybuf4s15_1",
  "period_used_pct": 466,
  "syn_area_per_cell_um2": 8.16,
  "p_total_w": 0.00284,
  "critical-path-slowest-cell": "or4_4",
  "grt_usage_pct": 18.4
}
[cell usage after synthesis, types with 7 or more instances]
master    instances
dfrtp_1          16
clkbuf_1          8
nor4_1            7
inv_1             8
nand2_1          19
a21oi_1          12
nand3_1          10
nor2_1           30
ha_1              8
nor3_1           12
or3_1             8
nand2b_1          7
xnor2_1          14
o21ai_0          13
xor2_1           10
[kinds of logic (layout without fill, tap and decap cells)]
family | count (synthesis) | after routing | share of synthesized area (%)
AND-OR/OR-AND | 80 | 80 | 28.2
XOR/XNOR | 24 | 24 | 8.79
adder cells (fa/ha/maj) | 9 | 9 | 5.02
buffers and inverters | 23 | 198 | 5.13
flip-flops | 16 | 16 | 16.7
multiplexers | 8 | 8 | 3.56
AND/OR/NAND/NOR | 133 | 133 | 32.6
[stage by stage]
stage | setup TNS, ps | area (um^2) | instances | hold WS [ps]
finish | -53510 | 4390 | 570 | 284
global route | -56810 | 4390 | 570 | 292
CTS | -53590 | 4220 | 560 | 291
detailed placement | -63400 | 3930 | 545 | 548
global placement | -62410 | 3930 | 545 | 548
floorplan | -56150 | 2550 | 293 | -95.6
[power groups by stage]
stage	Clock (W)	Combinational, W	Sequential (W)
after CTS	0.000566	0.00146	0.000719
after global routing	0.000608	0.00169	0.000725
final	0.000557	0.00156	0.000718
[path summary, 6_finish.rpt]
check                                       start                     end  slack [ps]  cells after the start
setup / recovery                       plan_in[9]  plan_out[11]$_DFF_PN0_       -3660                     20
min in group clk0          plan_out[13]$_DFF_PN0_            plan_out[13]         840                      1
max in group asynchronous                   rst_n   plan_out[6]$_DFF_PN0_         600                      2
hold / removal                              rst_n  plan_out[15]$_DFF_PN0_         280                      2
[final cells by class]
cell class / instances / area (um^2) / share of cell area, %
multi-input cells: 254 / 2270 / 51.7
repair buffers: 186 / 1510 / 34.4
flip-flops and latches: 16 / 400 / 9.12
well taps: 102 / 128 / 2.91
clock buffers: 4 / 55.1 / 1.25
inverters: 8 / 30.0 / 0.684
[metal layers]
metal	up-vias	global-route usage, %	part of all wire [%]
li1	1466	-	-
met4	0	0.397	0.27
met2	65	30.2	45
met3	4	1.19	3.5
met5	-	0	0
met1	1363	28.4	51
[what timing repair did]
action,CTS,global route
hold buffers,0,0
setup endpoints to repair,32,21
cloned,0,0
pin swaps,41,22
buffers inserted,12,11
gates resized,112,37
